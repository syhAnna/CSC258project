--- ./config.mk ---
export PLATFORM = sky130hd
export DESIGN_NAME = contr_play_game
export DESIGN_NICKNAME = contr_play_game
export VERILOG_FILES = /design/flow/design.v
export SDC_FILE = /design/flow/constraint.sdc
export NUM_CORES = 4
export LEC_CHECK = 1
export CORE_UTILIZATION = 40
--- ./constraint.sdc ---
current_design contr_play_game

set clk_period 6.9
set clk_io_pct 0.2

create_clock -name clk0 -period $clk_period [get_ports {vga_clk}]

set non_clock_inputs [all_inputs -no_clocks]
set_input_delay [expr $clk_period * $clk_io_pct] -clock clk0 $non_clock_inputs
set_output_delay [expr $clk_period * $clk_io_pct] -clock clk0 [all_outputs]
--- ./design.v ---
module contr_play_game(vga_clk,resetn,key_move,addr_x,addr_y,vga_r1,vga_g1,vga_b1);
parameter RESOLUTION = "160x120";
input vga_clk;
input resetn;
input key_move;
input [((RESOLUTION == "320x240") ? (8) : (7)):0] addr_x; 
input [((RESOLUTION == "320x240") ? (7) : (6)):0] addr_y;	
output [9:0] vga_r1;
output [9:0] vga_g1;
output [9:0] vga_b1;
reg [23:0] key_move_v =24'hffffff;
reg move_sig =1'b0;
reg[6:0] row_data_h0 =7'd9;
reg[6:0] row_data_l0 =7'd0;
reg[6:0] row_data_h1 =7'd69;
reg[6:0] row_data_l1 =7'd60;
reg[6:0] row_data_h2 =7'd49;
reg[6:0] row_data_l2 =7'd40;
reg[6:0] row_data_h3 =7'd109;
reg[6:0] row_data_l3 =7'd100;
reg [4:0] data_con =5'd0;
reg up_sig0 =1'b0 ;
reg up_sig1 =1'b0 ;
reg up_sig2 =1'b0 ;
reg up_sig3 =1'b0 ;
reg en_sig =1'b0;
reg [9:0] vga_r1r =10'd0;
reg [9:0] vga_g1r =10'd0;
reg [9:0] vga_b1r =10'd0;
reg [9:0] vga_r1rr =10'd0;
reg [9:0] vga_g1rr =10'd0;
reg [9:0] vga_b1rr =10'd0;
reg [7:0] targ_addr =8'd1;
reg hit_sig0 =1'b0;
reg hit_sig1 =1'b0;
reg hit_sig2 =1'b0;
reg hit_sig3 =1'b0;
reg hit_sig =1'b0;
always@(posedge vga_clk)
begin
  if(addr_x =='d1 && addr_y =='d0)
    data_con <= data_con +1'b1;
  else
    data_con <= data_con ;
end
always@(posedge vga_clk)
begin
  if(addr_x =='d1 && addr_y =='d0 && data_con ==5'd30) 
     en_sig <= 1'b1;
  else
     en_sig <= 1'b0; 
end
always@(posedge vga_clk)
begin
   if(en_sig ==1'b1) begin
	  if(row_data_h0 ==7'd118 && up_sig0 ==1'b1)
	    up_sig0 <= 1'b0;
	  else if(row_data_h0 ==7'd10 & up_sig0 ==1'b0)
	    up_sig0 <= 1'b1;
	  else
	    up_sig0 <= up_sig0;
	end
	else
	  up_sig0 <= up_sig0;
end
always@(posedge vga_clk)
begin
   if(en_sig ==1'b1 && up_sig0 ==1'b1) begin
	  row_data_h0 <= row_data_h0 +1'b1;
	  row_data_l0 <= row_data_l0 +1'b1;
	end
	else if(en_sig ==1'b1 && up_sig0 ==1'b0) begin
	  row_data_h0 <= row_data_h0 -1'b1;
	  row_data_l0 <= row_data_l0 -1'b1;
	end
end
always@(posedge vga_clk)
begin
   if(en_sig ==1'b1) begin
	  if(row_data_h1 ==7'd118 && up_sig1 ==1'b1)
	    up_sig1 <= 1'b0;
	  else if(row_data_h1 ==7'd10 & up_sig1 ==1'b0)
	    up_sig1 <= 1'b1;
	  else
	    up_sig1 <= up_sig1;
	end
	else
	  up_sig1 <= up_sig1;
end
always@(posedge vga_clk)
begin
   if(en_sig ==1'b1 && up_sig1 ==1'b1) begin
	  row_data_h1 <= row_data_h1 +1'b1;
	  row_data_l1 <= row_data_l1 +1'b1;
	end
	else if(en_sig ==1'b1 && up_sig1 ==1'b0) begin
	  row_data_h1 <= row_data_h1 -1'b1;
	  row_data_l1 <= row_data_l1 -1'b1;
	end
end
always@(posedge vga_clk)
begin
   if(en_sig ==1'b1) begin
	  if(row_data_h2 ==7'd118 && up_sig2 ==1'b1)
	    up_sig2 <= 1'b0;
	  else if(row_data_h2 ==7'd10 & up_sig2 ==1'b0)
	    up_sig2 <= 1'b1;
	  else
	    up_sig2 <= up_sig2;
	end
	else
	  up_sig2 <= up_sig2;
end
always@(posedge vga_clk)
begin
   if(en_sig ==1'b1 && up_sig2 ==1'b1) begin
	  row_data_h2 <= row_data_h2 +1'b1;
	  row_data_l2 <= row_data_l2 +1'b1;
	end
	else if(en_sig ==1'b1 && up_sig2 ==1'b0) begin
	  row_data_h2 <= row_data_h2 -1'b1;
	  row_data_l2 <= row_data_l2 -1'b1;
	end
end
always@(posedge vga_clk)
begin
   if(en_sig ==1'b1) begin
	  if(row_data_h3 ==7'd118 && up_sig3 ==1'b1)
	    up_sig3 <= 1'b0;
	  else if(row_data_h3 ==7'd10 & up_sig3 ==1'b0)
	    up_sig3 <= 1'b1;
	  else
	    up_sig3 <= up_sig3;
	end
	else
	  up_sig3 <= up_sig3;
end
always@(posedge vga_clk)
begin
   if(en_sig ==1'b1 && up_sig3 ==1'b1) begin
	  row_data_h3 <= row_data_h3 +1'b1;
	  row_data_l3 <= row_data_l3 +1'b1;
	end
	else if(en_sig ==1'b1 && up_sig3 ==1'b0) begin
	  row_data_h3 <= row_data_h3 -1'b1;
	  row_data_l3 <= row_data_l3 -1'b1;
	end
end
reg col_sig =1'b0;
always@(posedge vga_clk)
begin
  if(((addr_x >='d34 && addr_x <='d36) || (addr_x >='d69 && addr_x <='d71)) || 
    ((addr_x >='d99 && addr_x <='d101) || (addr_x >='d129 && addr_x <='d131)))
	   col_sig <= 1'b1;
  else 
      col_sig <= 1'b0;
end
always@(posedge vga_clk)
begin
  if(targ_addr >=8'd31 && targ_addr <=8'd36) begin
     if((row_data_h0 >=7'd58 && row_data_l0 <= 7'd58) ||(row_data_h0 >=7'd61 && row_data_l0 <=7'd61))
	    hit_sig0 <= 1'b1;
	  else
	    hit_sig0 <= 1'b0;
  end
  else
    hit_sig0 <= 1'b0;
end
always@(posedge vga_clk)
begin
  if(targ_addr >=8'd66 && targ_addr <=8'd71) begin
     if((row_data_h1 >=7'd58 && row_data_l1 <= 7'd58) ||(row_data_h1 >=7'd61 && row_data_l1 <=7'd61))
	    hit_sig1 <= 1'b1;
	  else
	    hit_sig1 <= 1'b0;
  end
  else
    hit_sig1 <= 1'b0;
end
always@(posedge vga_clk)
begin
  if(targ_addr >=8'd96 && targ_addr <=8'd101) begin
     if((row_data_h2 >=7'd58 && row_data_l2 <= 7'd58) ||(row_data_h2 >=7'd61 && row_data_l2 <=7'd61))
	    hit_sig2 <= 1'b1;
	  else
	    hit_sig2 <= 1'b0;
  end
  else
    hit_sig2 <= 1'b0;
end
always@(posedge vga_clk)
begin
  if(targ_addr >=8'd126 && targ_addr <=8'd131) begin
     if((row_data_h3 >=7'd58 && row_data_l3 <= 7'd58) ||(row_data_h3 >=7'd61 && row_data_l3 <=7'd61))
	    hit_sig3 <= 1'b1;
	  else
	    hit_sig3 <= 1'b0;
  end
  else
    hit_sig3 <= 1'b0;
end
always@(posedge vga_clk)
begin
  hit_sig <= (hit_sig0 | hit_sig1) | (hit_sig2 | hit_sig3);
end
always@(posedge vga_clk)
begin
  if(col_sig) begin
    if((addr_y <=row_data_h0 && addr_y >=row_data_l0) || (addr_y <=row_data_h1 && addr_y >=row_data_l1) || 
	    (addr_y <=row_data_h2 && addr_y >=row_data_l2) || (addr_y <=row_data_h3 && addr_y >=row_data_l3) ) begin
	   vga_r1r <= 10'd1000;
		vga_g1r <= 10'd3;
		vga_b1r <= 10'd10;
	 end
    else begin
	   vga_r1r <= 10'd0;
		vga_g1r <= 10'd0;
		vga_b1r <= 10'd0;
	 end
  end
end
always@(posedge vga_clk)
begin
  key_move_v <={key_move_v[22:0],key_move};
  if(key_move_v ==24'h800000)
    move_sig <= 1'b1;
  else
    move_sig <= 1'b0;
end
always@(posedge vga_clk)
begin
   if(!resetn)
	  targ_addr <= 8'd1;
	else if(hit_sig)
	  targ_addr <= 8'd1;
	else if(move_sig) begin
	  if(targ_addr >=8'd150)
	    targ_addr <= 8'd1;
	  else
	    targ_addr <= targ_addr +8'd4;
	end
end
always@(posedge vga_clk)
begin
  if(addr_y >='d58 && addr_y <='d61) begin
     if(addr_x >=targ_addr && addr_x <= targ_addr +8'd3) begin
	     vga_r1rr <= 10'd10;
		  vga_g1rr <= 10'd400;
		  vga_b1rr <= 10'd400;
     end	
	  else begin
	     vga_r1rr <= 10'd0;
		  vga_g1rr <= 10'd0;
		  vga_b1rr <= 10'd0;
     end	
  end
end
assign vga_r1 = vga_r1r | vga_r1rr;
assign vga_g1 = vga_g1r | vga_g1rr;
assign vga_b1 = vga_b1r | vga_b1rr;
endmodule
--- ./run.sh ---
#!/bin/bash
# OpenROAD 26Q1-2900-gdf79404cd8, Yosys 0.63+post, stock flow scripts
make -C /OpenROAD-flow-scripts/flow DESIGN_CONFIG=/design/flow/config.mk WORK_HOME=/design/flow/orfs finish
==> impl_summary.log <==
[metrics] run summary
INFO  metric pin_count_of_the_biggest_net_entering_global_routing = 37
INFO  metric drcViolationCount = 0
INFO  metric post_cts.repair.setup_buffers = 0
INFO  metric clock_skew = 6.37 ps
INFO  metric crit_fanout = 36
INFO  metric synthDominantCellAreaShare = 0.277
INFO  metric max_clock_freq = 286 MHz
INFO  metric clk_path_buf_depth = 2
INFO  metric place_ws = 3330 ps
INFO  metric flop_cell = edfxtp_1
INFO  metric global_route_wire_length_before_repair = 24300 um
INFO  metric avgSynthCellArea = 10.3 um2
INFO  metric htree_num_levels = 3
INFO  metric syn_area = 0.00726 mm2
INFO  metric floorplan.die_area = 0.0187 mm2
INFO  metric ys_top_cells_by_count = ha_1 (118), inv_1 (85), edfxtp_1 (67), a21oi_1 (63), xnor2_1 (50)
INFO  metric final.period_utilization = 0.507
INFO  metric ant_nets = 0
INFO  metric max_slew.worst_pin.slew = 955 ps
INFO  metric timing.critical_path.slowest_stage_cell = dfxtp_2
INFO  metric cts_tree = built
INFO  metric cts-resized-gates = 0
INFO  metric detailedRoute.firstIterationViolations = 254
INFO  metric place_congestion = 0.883
INFO  metric finish.instance_area = 0.00801 mm2
INFO  metric totalNegativeSetupSlack = 0 ps
INFO  metric finalWirelength = 14400 um
INFO  metric cts-root-buf = clkbuf_16
INFO  metric finalHoldViolations = 0
INFO  metric run_status = finished, final reports clean
INFO  metric average_wire_per_standard_cell = 15.0 um
INFO  metric start_kind = flop
INFO  metric critPathMostFrequentCell = a21oi_1
INFO  metric synth-seq-area-share = 0.385
INFO  metric detail_route.vias_per_cell = 5.28
INFO  metric area_growth = 10.4%
INFO  metric cell_chain_critical_path = buf_4 -> nand2_1 -> fa_1 -> a21o_1 -> a21oi_1 -> o21bai_1 -> a21oi_1 -> xnor2_1
INFO  metric core_area = 0.0175 mm2
INFO  metric log.warning_count = 31
INFO  metric overall_global_routing_resource_usage = 0.170
INFO  metric finish.utilization = 0.458
INFO  metric synthCells = 707
INFO  metric core_util_floorplan = 0.415
INFO  metric clk_pin_slew_worst_paths = 80 ps
INFO  metric std_cell_rows = 48
INFO  metric grt_setup_unrepaired = false
INFO  metric cts.sinks = 106
INFO  metric synth.ff_latch_count = 106
INFO  metric antenna_violations_before_repair = 0
INFO  metric first_global_vias = 4876
INFO  metric timing.hold.worst.class = reg -> reg
INFO  metric synth-edff-count = 67
INFO  metric globalRouteOverflowTotal = 0
INFO  metric clock_insertion_delay_worst_skew = 360 ps
INFO  metric crit_required = 7010 ps
INFO  metric die_width = 137 um
INFO  metric via_count = 5078
INFO  metric postCtsHoldBufs = 0
INFO  metric finalWorstPathRequiredPeriod = 3500 ps
INFO  metric dpl-instance-area = 0.00770 mm2
INFO  metric topCellsByArea = edfxtp_1 (28%), ha_1 (20%), dfxtp_1 (11%), xnor2_1 (6.0%), inv_1 (4.4%)
INFO  metric dp_hpwl = 10700 um
INFO  metric slew_violations = 0
INFO  metric synth.most_common_cell = ha_1
INFO  metric final_layout_size_suffix_gt1_frac = 0.0326
INFO  metric worstSetupPathType = reg -> reg
INFO  metric ys_area = 0.00726 mm2
INFO  metric maxCapViolations = 0
INFO  metric synth.lib_cells_used.distinct = 51
INFO  metric power_density = 162 mW/mm2
INFO  metric setup_slack = 3400 ps
INFO  metric timing.final.setup_violations = 0
INFO  metric cts_buffer_count = 9
INFO  metric worst_slew_margin = 0.347
INFO  metric io-pin-count = 48
INFO  metric detail_route.first_pass.iterations = 4
INFO  metric p_leak = 3.32 nW
INFO  metric peakVddDrop = 0.121 mV
INFO  metric port_buffers = 34
INFO  metric asyncSetResetFlopFracSynth = 0
INFO  metric route.antenna.diode_count = 0
INFO  metric crit_path_end_kind = flop
INFO  metric yosysWarnings = 1
INFO  metric critical-path-max-stage-delay = 770 ps
INFO  metric ys_cells = 707
INFO  metric critPathArrivalTime = 3610 ps
INFO  metric floorplan.die.height = 137 um
INFO  metric netlist.top_cell.by_area = edfxtp_1
sequential cells by signal, indices dropped and copies added, names as in the netlist, 5 cells and up:
| name | cells |
|---|---|
| row_data_l2 | 7 |
| row_data_h2 | 7 |
| row_data_l3 | 7 |
| row_data_h1 | 7 |
| row_data_l0 | 7 |
| row_data_h3 | 7 |
| data_con | 5 |
| row_data_l1 | 7 |
| row_data_h0 | 7 |
| key_move_v | 24 |
| targ_addr | 7 |
stage by stage:
step / instances / power [mW] / hold slack, ps
after floorplan: 719 / 0.739 / 331
after global placement: 945 / 0.764 / 337
after detailed placement: 945 / 0.766 / 338
after CTS: 961 / 1.31 / 355
after global routing: 961 / 1.35 / 363
final: 961 / 1.30 / 354
critical path: cells and delay by family, from the launching register on:
kind / cells / cell delay [ps]
simple gates: 1 / 510
xor+xnor: 1 / 80
flops: 1 / 770
compound gates: 4 / 720
buf+inv: 1 / 530
fa+ha+maj: 1 / 570
cell families after synthesis:
family | count (synthesis) | synth area share
DFF | 106 | 0.385
muxes | 2 | 0.00293
and+or+nand+nor | 134 | 0.0976
other | 1 | 0.000517
xor gates and xnor gates | 59 | 0.0712
adders and majority gates | 126 | 0.226
buffers and inverters | 120 | 0.0766
AOI/OAI and AO/OA | 159 | 0.141
power by group:
| part | total (mW) | switching, mW | internal (mW) |
|---|---|---|---|
| Clock | 0.544 | 0.280 | 0.264 |
| Combinational | 0.0752 | 0.0390 | 0.0362 |
| Sequential | 0.677 | 0.00385 | 0.673 |
| Total | 1.30 | 0.323 | 0.973 |
worst paths after layout:
kind | start | to | slack [ps] | cells after the start
worst min-delay path | key_move_v[15] | key_move_v[16] | 350 | 0
worst min register to register | key_move_v[15] | key_move_v[16] | 350 | 0
worst max-delay path | en_sig | row_data_l1[6] | 3400 | 8
worst max register to register | en_sig | row_data_l1[6] | 3400 | 8
layout by cell type, fill, tap and decap left out, types with 18 or more instances in the layout:
master and n:
inv_1 85, nand2_1 21, nor2_1 27, o21ai_0 19, edfxtp_1 67, clkdlybuf4s50_1 34
ha_1 118, dfxtp_1 38, nand4_1 18, a21o_1 24, a21oi_1 63, xnor2_1 50
area by class of cell:
| type | count | area [um2] |
|---|---|---|
| clock inverter | 7 | 88.8 |
| multi-input combinational | 493 | 3950 |
| fill | 1535 | 9460 |
| timing repair buffer | 35 | 348 |
| clock buffer | 9 | 225 |
| tap | 225 | 282 |
| inverter | 86 | 323 |
| sequential | 106 | 2790 |
layer usage:
metal	wire length, um	vias up	GRT usage	part of all wire
li1	-	2568	-	-
met1	7360	2384	0.274	0.51
met2	6160	110	0.251	0.43
met3	637	16	0.0287	0.044
met4	238	0	0.0247	0.017
met5	0	-	0	0
Power and IR drop assume default switching activity.
